[flow/design.v]
`timescale 1ns / 1ps
module freq_div(
	clk_out,  
	clk_ctl,  
	clk,  
	rst_n  
	);
	output reg clk_out;  
	output reg [1:0] clk_ctl;  
	input clk;  
	input rst_n;  
	reg [14:0] cnt_l;  
	reg [6:0] cnt_h;  
	reg [25-1:0] cnt_tmp;  
	always @(clk_out or cnt_h or clk_ctl or cnt_l)
		cnt_tmp = {clk_out,cnt_h,clk_ctl,cnt_l} + 1'b1;
	always @(posedge clk or negedge rst_n)
		if (~rst_n) {clk_out, cnt_h, clk_ctl, cnt_l}<=25'd0;
		else {clk_out,cnt_h, clk_ctl, cnt_l}<=cnt_tmp;
endmodule
`timescale 1ns / 1ps
module nthuee_14seg(
    alphabet,
    display
    );
	 input [3:0] alphabet;
	 output [14:0] display;
	 reg [14:0] display;
	 always @(alphabet)
		case (alphabet)
			4'd0: display = 15'b1001_0011_0111_101;  
			4'd1: display = 15'b0111_1111_1011_011;  
			4'd2: display = 15'b1001_0000_1111_111;  
			4'd3: display = 15'b1000_0011_1111_111;  
			4'd4: display = 15'b0110_0000_1111_111;  
			4'd5: display = 15'b0110_0000_1111_111;  
			default: display = 15'b1111_1111_1111_111;
		endcase
endmodule
`timescale 1ns / 1ps
module nthuee_scroll(
    clk,
	 rst_n,
	 ftsd_ctl,
	 display
	 );
input clk;
input rst_n;
output [3:0] ftsd_ctl;
output [14:0] display;
wire [3:0] alphabet;
wire clk_out;
wire [1:0] clk_ctl;
reg [3:0] a0,a1,a2,a3,a4,a5;
always@(posedge clk_out or negedge rst_n)
begin
	if(~rst_n)
	begin
		a0<=4'd0;
		a1<=4'd1;
		a2<=4'd2;
		a3<=4'd3;
		a4<=4'd4;
		a5<=4'd5;
	end
	else
	begin
		a0<=a1;
		a1<=a2;
		a2<=a3;
		a3<=a4;
		a4<=a5;
		a5<=a0;
	end
end
freq_div f1(
	.clk_out(clk_out),
	.clk_ctl(clk_ctl),  
	.clk(clk),  
	.rst_n(rst_n)  
	);
scan_ctl s1(
	.ftsd_ctl(ftsd_ctl),  
	.ftsd_in(alphabet),  
	.in0(a0),  
	.in1(a1),  
	.in2(a2),  
	.in3(a3),  
	.ftsd_ctl_en(clk_ctl)  
	);
nthuee_14seg n1( 
	.display(display),  
	.alphabet(alphabet)  
	);
endmodule
`timescale 1ns / 1ps
module scan_ctl(
	ftsd_ctl,  
	ftsd_in,  
	in0,  
	in1,  
	in2,  
	in3,  
	ftsd_ctl_en  
    );
	output reg [3:0] ftsd_in;  
	output reg [3:0] ftsd_ctl;  
	input [3:0] in0,in1,in2,in3;  
	input [1:0] ftsd_ctl_en;  
	always @(ftsd_ctl_en)
		case (ftsd_ctl_en)
			2'b00:
				begin
				ftsd_ctl=4'b0111;
				ftsd_in=in0;
				end
			2'b01:
				begin
				ftsd_ctl=4'b1011;
				ftsd_in=in1;
				end	
			2'b10:
				begin
				ftsd_ctl=4'b1101;
				ftsd_in=in2;
				end
			2'b11:
				begin
				ftsd_ctl=4'b1110;
				ftsd_in=in3;
				end
			default:
				begin
				ftsd_ctl=4'b0000;
				ftsd_in=in0;
				end
		endcase
endmodule
[flow/run.sh]
#!/bin/bash
# OpenROAD 26Q1-2900-gdf79404cd8, Yosys 0.63+post, stock flow scripts
make -C /OpenROAD-flow-scripts/flow DESIGN_CONFIG=/design/flow/config.mk WORK_HOME=/design/flow/orfs finish
[flow/config.mk]
export PLATFORM = sky130hd
export DESIGN_NAME = nthuee_scroll
export DESIGN_NICKNAME = nthuee_scroll
export VERILOG_FILES = /design/flow/design.v
export SDC_FILE = /design/flow/constraint.sdc
export NUM_CORES = 4
export LEC_CHECK = 1
export CORE_UTILIZATION = 30
[flow/constraint.sdc]
current_design nthuee_scroll

set clk_period 3.5
set clk_io_pct 0.2

create_clock -name clk0 -period $clk_period [get_ports {clk}]

set non_clock_inputs [all_inputs -no_clocks]
set_input_delay [expr $clk_period * $clk_io_pct] -clock clk0 $non_clock_inputs
set_output_delay [expr $clk_period * $clk_io_pct] -clock clk0 [all_outputs]
==> job_summary.md <==
### Flow metrics

| Metric | Value |
|---|---|
| Flop2flop setup slack | `1.81 ns` |
| Top area cell types | `dfrtp_1, dfstp_2, xnor2_1, xor2_1, mux4_2` |
| Initial antenna violation count | `0` |
| Share of cells above drive strength 1 | `0.133` |
| Post-CTS Resized | `0` |
| Clock buffer depth | `2` |
| Static leakage | `1.01 nW` |
| Final min period | `3.05 ns` |
| Crit path DAT | `2.35 ns` |
| # placed instances | `238` |
| Critical-path cell list | `mux4_2, nor2b_1, a31oi_1, clkdlybuf4s50_1` |
| Die ar. | `6920 um2` |
| Avg Inst Size Synth | `13.0 um2` |
| Antenna cells | `0` |
| GP Congestion | `0.761` |
| Post-route ant nets | `0` |
| First-pass GRT wire length | `4840 um` |
| Slew @ Worst Pin | `0.653 ns` |
| Yosys chip area | `1980 um2` |
| Endpoints left unconstrained | `24` |
| Power Density | `216 nW/um2` |
| Post-CTS Hold Fix Bufs | `0` |
| RSZ-0062 raised after global routing | `false` |
| Max transition margin | `0.564` |
| Tally of OpenROAD warnings | `25` |
| Slowest CP cell | `mux4_2` |
| Vias | `1,090` |
| DR WL/cell | `11.7 um` |
| Core footprint | `6350 um2` |
| DRT Pass-1 Iters | `4` |
| Crit path buffers/inverters | `1` |
| CTS tree | `built` |
| Syn. warnings | `4` |
| CTS Buf Count | `3` |
| R2R depth | `5` |
| Pre-CTS setup slack | `0.739 ns` |
| Yosys cell types | `31` |
| Max IR drop VDD | `0.144 mV` |
| Synth-to-layout area growth | `12.3%` |
| Cell total in the yosys stat output | `152` |
| Seq cells post-synth | `49` |
| Vias per Instance | `4.50` |
| Syn Inst Count | `152` |
| Worst Slack Setup Final | `0.450 ns` |
| Vias in the first global route | `1,021` |
| Slew Limit Fails | `0` |
| Worst path depth | `4` |
| WL final | `2830 um` |
| CP endpoint | `display[7]` |
| Setup violators final | `0` |
| Crit. End Element | `output port` |
| Register pins left without a clock | `24` |
| Fp util | `0.311` |
| # IOs | `21` |
| Cycle use final | `0.871` |
| Grt total ovfl | `0` |
| Top-area cell share | `0.532` |
| Global-route usage over all layers | `0.0868` |
| Worst Hold Class | `flip-flop to flip-flop` |
| FP Rows | `29` |
| Seq/Total Area, Yosys | `0.625` |
| Port-buffer cells | `17` |
| Reg-to-reg endpoint | `f1.clk_out` |
| Mapped Area | `1980 um2` |
| CP Launch Point | `f1.clk_ctl[0]` |
| Initial DRC Count | `29` |
| Critical Path Start Type | `flip-flop` |
| Clk root buf | `clkbuf_8` |
| Die X | `83.2 um` |
| Synth area leader | `dfrtp_1` |
| Dpl hpwl | `1960 um` |
| Largest net degree at the start of global routing | `32` |
| Vert. Die Dim | `83.2 um` |
| CP max FO | `10` |
| Crit-path leading delay family | `multiplexers` |
| Drc violations | `0` |
| Critical Path RT | `2.80 ns` |
| Non-filler cells, final | `242` |
| Setup tns final | `0 ns` |
| CP Class | `flip-flop to output port` |
| Status | `finished clean` |
| Max-Cap Viols | `0` |
| Clk latency late pin | `0.27 ns` |
| Worst Skew | `0.00766 ns` |
| Critical Path Max Stage Delay | `0.63 ns` |
| Post-layout util | `0.350` |
| Post-CTS Setup Inserts | `0` |
| Clk pin slew, worst setup/hold paths | `0.10 ns` |
| RR Startpoint | `f1.cnt_l[0]` |
| Final Hold Fails | `0` |
| H-tree levels | `1` |
| Fmax | `328 MHz` |
[registers in the layout (all words and copies together) (netlist names)]
name        cells
f1.clk_out      1
f1.cnt_h        7
f1.cnt_l       15
a0              4
a3              4
a4              4
f1.clk_ctl      2
a2              4
a5              4
a1              4
[how the worst min path moves through the flow]
stage,startpoint,to,slack (ns),cells after the start
finish,f1.cnt_l[0],f1.cnt_l[0],0.44,1
CTS,f1.cnt_l[0],f1.cnt_l[0],0.45,1
global route,f1.cnt_l[0],f1.cnt_l[0],0.46,1
[placed cells by master, fill, tap and decap left out, types with 4 or more instances in the layout]
master | Yosys | layout
xor2_1 | 11 | 11
nand2_1 | 13 | 13
nor3_1 | 6 | 6
inv_1 | 4 | 4
xnor2_1 | 12 | 12
mux4_2 | 4 | 4
dfstp_2 | 7 | 7
clkdlybuf4s50_1 | 0 | 16
dfrtp_1 | 42 | 42
nand3_1 | 7 | 7
nand4_1 | 7 | 7
nor2_1 | 6 | 6
[worst reg2reg max path, stage by stage (launching register included)]
cell	delay [ns]
dfrtp_1	0.37
ha_1	0.24
nand2_1	0.13
nor4_4	0.46
nand4_1	0.21
xnor2_1	0.16
[metrics by stage]
| step | hold slack, ns | total power, mW | instance area, um2 |
|---|---|---|---|
| 6_report | 0.445 | 0.480 | 2220 |
| 2_1_floorplan | 0.404 | 0.297 | 1980 |
| 5_1_grt | 0.463 | 0.500 | 2220 |
| 3_3_place_gp | 0.433 | 0.307 | 2170 |
| 3_5_place_dp | 0.438 | 0.307 | 2170 |
| 4_1_cts | 0.452 | 0.490 | 2220 |
[cell families after synthesis]
family | after synthesis | share of synthesized area
simple gates | 53 | 0.152
flops | 49 | 0.625
xor+xnor | 23 | 0.102
buf+inv | 15 | 0.0500
compound gates | 6 | 0.0177
mux | 4 | 0.0456
fa+ha+maj | 1 | 0.00633
other cells | 1 | 0.00190
[cells in the mapped netlist]
| library cell | instances |
|---|---|
| a31oi_1 | 2 |
| dfstp_2 | 7 |
| buf_6 | 1 |
| nand3_1 | 7 |
| and4_1 | 3 |
| and2_1 | 1 |
| nor3b_1 | 1 |
| buf_4 | 8 |
| o31ai_1 | 1 |
| nor2_1 | 6 |
| nor4_4 | 1 |
| ha_1 | 1 |
| nand2_1 | 13 |
| nor3_1 | 6 |
| nor2b_1 | 1 |
| clkbuf_4 | 1 |
| mux4_2 | 4 |
| dfrtp_1 | 42 |
| o21ai_0 | 2 |
| buf_2 | 1 |
| and3_1 | 2 |
| xnor2_1 | 12 |
| inv_1 | 4 |
| and3_2 | 1 |
| conb_1 | 1 |
| xor2_1 | 11 |
| nand4_1 | 7 |
| nand2b_1 | 1 |
| and4_2 | 2 |
| or2_2 | 1 |
| a21oi_1 | 1 |
[area by class of cell]
class	instances	area (um2)
flip-flops and latches	49	1230
inverters	4	15.0
well taps	77	96.3
clock inverters	1	8.76
fillers	604	4130
repair buffers	18	173
multi-input cells	90	651
clock buffers	3	41.3
[power breakdown]
group / switching, mW / total (mW) / internal (mW) / leakage, nW
clock network: 0.0963 / 0.180 / 0.0833 / 0.0261
logic: 0.0105 / 0.0116 / 0.00112 / 0.339
registers: 0 / 0.289 / 0.289 / 0.649
[per-layer routing]
metal,share of wire,vias to the layer above,GRT usage,wire length [um]
li1,-,536,-,-
met1,0.53,535,0.150,1510
met2,0.43,17,0.128,1220
met3,0.030,2,0.00908,85
met4,0.0071,0,0.00940,20
met5,0,-,0,0
Power and IR drop assume default switching activity.
