==> flow/design.v <==
`timescale 1ns / 1ps
module freq_div(
	clk_out,  
	clk_ctl,  
	clk,  
	rst_n  
	);
	output reg clk_out;  
	output reg [1:0] clk_ctl;  
	input clk;  
	input rst_n;  
	reg [14:0] cnt_l;  
	reg [6:0] cnt_h;  
	reg [25-1:0] cnt_tmp;  
	always @(clk_out or cnt_h or clk_ctl or cnt_l)
		cnt_tmp = {clk_out,cnt_h,clk_ctl,cnt_l} + 1'b1;
	always @(posedge clk or negedge rst_n)
		if (~rst_n) {clk_out, cnt_h, clk_ctl, cnt_l}<=25'd0;
		else {clk_out,cnt_h, clk_ctl, cnt_l}<=cnt_tmp;
endmodule
`timescale 1ns / 1ps
module shifter(
    clk,
    rst_n,
	 d,
	 mode,
    q
    );
input clk;
input rst_n;
input d;
input mode; 
output [7:0] q;
wire clk_out;
reg [7:0] q;
always@(posedge clk_out or negedge rst_n)
begin
	if(~rst_n)
	begin
		q<=8'b0101_0101;
	end
	else if(mode==0)
	begin
		q[0]<=q[1];
		q[1]<=q[2];
		q[2]<=q[3];
		q[3]<=q[4];
		q[4]<=q[5];
		q[5]<=q[6];
		q[6]<=q[7];
		q[7]<=q[0];
	end
	else
	begin
		q[0]<=q[1];
		q[1]<=q[2];
		q[2]<=q[3];
		q[3]<=q[4];
		q[4]<=q[5];
		q[5]<=q[6];
		q[6]<=q[7];
		q[7]<=d;
	end
end
freq_div f1(
	.clk_out(clk_out),
	.clk(clk),
	.rst_n(rst_n)
	);
endmodule
==> flow/run.sh <==
#!/bin/bash
# OpenROAD 26Q1-2900-gdf79404cd8, Yosys 0.63+post, stock flow scripts
make -C /OpenROAD-flow-scripts/flow DESIGN_CONFIG=/design/flow/config.mk WORK_HOME=/design/flow/orfs finish
==> flow/config.mk <==
export PLATFORM = sky130hd
export DESIGN_NAME = shifter
export DESIGN_NICKNAME = shifter
export VERILOG_FILES = /design/flow/design.v
export SDC_FILE = /design/flow/constraint.sdc
export NUM_CORES = 4
export LEC_CHECK = 1
export CORE_AREA = 10 10 95 95
export DIE_AREA = 0 0 105 105
==> flow/constraint.sdc <==
current_design shifter

set clk_period 5.8
set clk_io_pct 0.2

create_clock -name clk0 -period $clk_period [get_ports {clk}]

set non_clock_inputs [all_inputs -no_clocks]
set_input_delay [expr $clk_period * $clk_io_pct] -clock clk0 $non_clock_inputs
set_output_delay [expr $clk_period * $clk_io_pct] -clock clk0 [all_outputs]
==> summary.rpt <==
FLOW METRICS REPORT
----------------------------------------------------
[Status]
  Outcome ........................ finished, final reports clean

[Worst setup path]
  Reg2Reg Depth ........................ 5
  Setup crit start ........................ f1.cnt_l[0]$_DFF_PN0_
  Critical Path RT ........................ just under 6 ns
  Type of element launching the critical path ........................ flop
  Worst-path fanout max ........................ 5
  R2R setup slack ........................ about 4.2 ns
  Launching point of the worst reg2reg path ........................ f1.cnt_l[0]$_DFF_PN0_
  Critical path class ........................ reg -> reg
  Critical path data arrival time ........................ 1.73 ns
  Critical path endpoint ........................ f1.clk_out$_DFF_PN0_
  Endpoint type of the worst setup path ........................ flop
  Endpoint of the lowest-slack register-to-register path ........................ f1.clk_out$_DFF_PN0_

[Drt]
  Wire per inst ........................ about 9.3 um
  Detailed-route via count ........................ 724
  Mean number of vias per cell ........................ between 3 and 4
  DRT antenna net count ........................ 0
  ANT cells ........................ 0
  Total routed wirelength ........................ a little under 2000 um
  Number of DRC markers after the initial detailed-route iteration ........................ 78
  DR DRC count ........................ 0
  Length of the first detailed-routing pass in iterations ........................ 2

[STA]
  Final sum of negative setup slack ........................ 0 ns
  Number of hold violations in the final report ........................ 0
  Transition at the pin with the smallest max-transition slack ........................ 0.398 ns
  # setup viols final ........................ 0
  Final min period ........................ 1.59 ns
  Relative slew slack ........................ 73.5%
  Fraction of the cycle the final worst path needs ........................ around 27%
  Maximum clock skew at final layout ........................ 0.00394 ns
  Number of register pins that no clock reaches ........................ 8
  Count of final max-slew check failures ........................ 0
  Count of endpoints without a timing constraint ........................ 16
  Setup repair after global routing missed its margin ........................ no
  Worst hold-check slack ........................ about 0.47 ns
  Fmax ........................ 0.631 GHz

[Synth]
  Summed standard-cell area reported by yosys ........................ between 1000 and 1500 sq um
  Complex Gates by Area ........................ 0%
  Total of flip-flops plus latches after synthesis ........................ 33
  Top area cell types ........................ sky130_fd_sc_hd__dfrtp_1 55%, sky130_fd_sc_hd__xnor2_1 9.9%, sky130_fd_sc_hd__dfstp_2 7.9%, sky130_fd_sc_hd__xor2_1 5.3%, sky130_fd_sc_hd__nand3_1 3.4%
  Synth warn ........................ 2
  Synthesized area per cell ........................ 14.1 sq um
  Post-synthesis async set-or-reset flop share ........................ 100%
  Library cell with the highest instance count after synthesis ........................ sky130_fd_sc_hd__dfrtp_1
  Simple-Gate Fraction of Synth Area ........................ 19.6%
  Top logic cell family in the synthesized netlist ........................ simple AND/OR/NAND/NOR gates
  Synthesized area ........................ 1320 sq um
  Post-synth EDFFs ........................ 0
  Multiplexer fraction of the synthesized cell area ........................ 0.851%
  # Cells Yosys ........................ around 94
  Leading register cell type out of synthesis ........................ sky130_fd_sc_hd__dfrtp_1
  XOR-XNOR Cells, Area Fraction ........................ approximately 15%
  Share of the yosys chip area belonging to registers ........................ about 63%
  Fraction of post-synthesis cell area in the top cell type by area ........................ 54.9%
  Number of cells produced by synthesis ........................ around 94
  Number of library cell types mapped by synthesis ........................ 17
  Yosys top cell by area ........................ sky130_fd_sc_hd__dfrtp_1
  Most numerous cell types in the synthesized netlist ........................ 29 x sky130_fd_sc_hd__dfrtp_1, 15 x sky130_fd_sc_hd__xnor2_1, 9 x sky130_fd_sc_hd__nand3_1, 8 x sky130_fd_sc_hd__xor2_1, 5 x sky130_fd_sc_hd__and3_1
  Arithmetic-cell share of the synthesized area counting full adders, half adders and majority gates ........................ 0.946%

[Global route]
  Antenna violations before repair ........................ 0
  Met3 capacity usage during global routing ........................ 1.74%
  GR Layer Usage met1 ........................ under 10%
  Wire length of the first global-routing pass ........................ between 3000 and 4000 um
  Vias in the first global route ........................ 702
  Maximum number of pins on one net before global-route repair ........................ 34
  GRT Max-Usage Layer ........................ met1
  Overflow left after global routing ........................ 0
  Met2 demand-to-capacity share in global routing ........................ 4.98%
  GRT Overall Usage ........................ between 3 and 4%

[Finish]
  Layout cells sized above 1 ........................ around 14%
  Finished Cell Area ........................ 1610 sq um
  Area growth, synth to finish ........................ 21.4%
  Total area of multi-input combinational cells ........................ roughly 480 sq um
  Register cell area after layout ........................ 831 sq um
  Filler cell count in the final layout ........................ around 760

[Clock network]
  Number of buffers added by the clock tree synthesis step ........................ 3
  Root buffer selected by CTS ........................ sky130_fd_sc_hd__clkbuf_8
  TritonCTS clock tree ........................ done
  Setup bufs post-CTS ........................ 0
  Post-cts hold buffer count ........................ 0
  H-tree Lvls ........................ 1
  CTS clock-pin slew for the worst setup and hold paths ........................ roughly 0.08 ns
  Worst-case clock buffer depth ........................ 2
  Clock network latency to the later pin of the worst-skew pair ........................ 0.26 ns
  Count of instances resized after the clock tree is built ........................ 0

[Die]
  I/O Pins ........................ 12
  Horizontal extent of the die ........................ approximately 110 um
  Area of the placeable core ........................ 6910 sq um
  Vert. Die Dim ........................ 105 um
  Number of placement rows ........................ 30
  Fp_density ........................ roughly a fifth
  Total die size ........................ about 11000 sq um

[Power and ir drop]
  Cell area power density ........................ approximately 170 nW/um^2
  Highest ir drop seen on vdd ........................ approximately 0.00011 V
  Leakage ........................ ~0.75 nW
  Post-layout total power ........................ roughly 280 uW

[Placed design]
  Tally of buffers added on design ports ........................ 11
  HPWL reported at the end of detailed placement ........................ about 1400 um
  Weighted congestion at the end of routability-driven global placement ........................ between 0.7 and 0.8
  Placement Cell Area ........................ roughly 1600 sq um

[Run]
  Tool warnings ........................ 25
  Number of maximum-capacitance constraint violations ........................ 0

[Min path]
  Class of the tightest hold or removal check ........................ reg -> reg

----------------------------------------------------
## registers in the layout, summed over array words and instances, names as in the netlist
name / count
f1.cnt_l: 15
f1.cnt_h: 7
f1.clk_out: 1
q: 8
f1.clk_ctl: 2
## per-stage QoR
step	instances	setup WS (ns)	util, %
after floorplan	94	4.39	-
after global placement	202	3.89	22.6
after detailed placement	202	3.90	22.6
after CTS	206	4.18	23.2
after global routing	206	4.02	23.2
final	206	4.21	23.2
## how the worst min path moves through the flow
stage	startpoint	end	slack [ns]	depth (start not counted)
6_report	f1.cnt_h[4]$_DFF_PN0_	f1.cnt_h[4]$_DFF_PN0_	0.47	1
5_1_grt	f1.cnt_h[1]$_DFF_PN0_	f1.cnt_h[1]$_DFF_PN0_	0.49	1
4_1_cts	f1.cnt_h[4]$_DFF_PN0_	f1.cnt_h[4]$_DFF_PN0_	0.48	1
## worst max-delay path: stages (launching register included)
cell                      delay, ns
sky130_fd_sc_hd__dfrtp_1       0.39
sky130_fd_sc_hd__ha_1          0.22
sky130_fd_sc_hd__nand3_1       0.13
sky130_fd_sc_hd__nor4_4        0.41
sky130_fd_sc_hd__nand4_1       0.17
sky130_fd_sc_hd__xnor2_1       0.15
## cells by family (layout without fill, tap and decap cells)
logic type	count (synthesis)	in the layout
AND/OR/NAND/NOR	34	34
flip-flops	33	33
XOR/XNOR	23	23
buffers and inverters	2	18
adder cells (fa/ha/maj)	1	1
multiplexers	1	1
## placed cells by master, fill, tap and decap left out
cell type                         Yosys  final
sky130_fd_sc_hd__dfrtp_1             29     29
sky130_fd_sc_hd__xnor2_1             15     15
sky130_fd_sc_hd__clkdlybuf4s50_1      0     11
sky130_fd_sc_hd__nand3_1              9      9
sky130_fd_sc_hd__xor2_1               8      8
sky130_fd_sc_hd__and3_1               5      5
sky130_fd_sc_hd__nand4_1              4      4
sky130_fd_sc_hd__nand2_1              4      4
sky130_fd_sc_hd__nor2_1               4      4
sky130_fd_sc_hd__dfstp_2              4      4
sky130_fd_sc_hd__clkbuf_8             0      3
sky130_fd_sc_hd__nand4_4              2      2
sky130_fd_sc_hd__nor4_4               2      2
sky130_fd_sc_hd__and4_1               2      2
sky130_fd_sc_hd__inv_1                2      2
sky130_fd_sc_hd__nand3_4              1      1
sky130_fd_sc_hd__and3_2               1      1
sky130_fd_sc_hd__mux2_2               1      1
sky130_fd_sc_hd__ha_1                 1      1
sky130_fd_sc_hd__clkbuf_1             0      1
sky130_fd_sc_hd__buf_4                0      1
## final cells by class
cell class	count	area share (%)
Multi-Input combinational cell	59	30.2
Clock buffer	4	2.81
Timing Repair Buffer	12	7.33
Tap cell	96	7.48
Sequential cell	33	51.8
Inverter	2	0.468
## per-layer routing
metal  part of all wire, %  up-vias
met5                     0        -
met4                  0.99        0
met3                   6.8        2
met2                    40       13
met1                    52      353
li1                      -      356
## where the power goes
| part | switching (mW) | leakage, nW | internal, mW |
|---|---|---|---|
| Sequential | 0 | 0.428 | 0.174 |
| Combinational | 0.00448 | 0.296 | 0.00255 |
| Clock | 0.0497 | 0.0228 | 0.0490 |
No activity file was given, so power comes from the tool's default toggle rates.
